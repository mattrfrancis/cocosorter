==> flow/config.mk <==
export PLATFORM = sky130hd
export DESIGN_NAME = bitonic_top
export DESIGN_NICKNAME = bitonic_top
export VERILOG_FILES = /design/flow/design.v
export SDC_FILE = /design/flow/constraint.sdc
export NUM_CORES = 4
export LEC_CHECK = 1
export CORE_UTILIZATION = 50
==> flow/constraint.sdc <==
current_design bitonic_top

set clk_period 13.9
set clk_io_pct 0.2

create_clock -name clk0 -period $clk_period [get_ports {clk}]

set non_clock_inputs [all_inputs -no_clocks]
set_input_delay [expr $clk_period * $clk_io_pct] -clock clk0 $non_clock_inputs
set_output_delay [expr $clk_period * $clk_io_pct] -clock clk0 [all_outputs]
==> flow/design.v <==
module bitonic_top
#(parameter NUM_INPUT = 16, DATA_WIDTH = 8)
(clk, reset, data_in, valid, done, data_out);
input clk;
input reset;
input [NUM_INPUT * DATA_WIDTH - 1:0] data_in;
input valid;
output done;
output [NUM_INPUT * DATA_WIDTH - 1:0] data_out;
localparam STAGES = $clog2(NUM_INPUT);
localparam ALL_WIDTH = NUM_INPUT * DATA_WIDTH;
wire [ALL_WIDTH - 1:0] stage_data [STAGES:0];
wire [STAGES:0] stage_ready;
assign stage_data[0] = data_in;
assign stage_ready[0] = valid;
assign done = stage_ready[STAGES] == 1;
assign data_out = stage_data[STAGES];
genvar i_stage;
genvar i_block;
generate for(i_stage = 0; i_stage < STAGES; i_stage = i_stage + 1) begin : stages_gen
	localparam BLOCK_COUNT = NUM_INPUT/(2**(i_stage+1));
	localparam BLOCK_DWIDTH = DATA_WIDTH*2**(i_stage+1);
	localparam BLOCK_DEPTH = i_stage + 1;
	wire [BLOCK_COUNT - 1:0] blks_done;
	assign stage_ready[i_stage+1] = &blks_done;
	for(i_block = 0; i_block < BLOCK_COUNT; i_block = i_block + 1) begin
		wire [BLOCK_DWIDTH-1:0] block_in;
		wire [BLOCK_DWIDTH-1:0] block_out;
		assign block_in = stage_data[i_stage][BLOCK_DWIDTH*(i_block+1)-1-:BLOCK_DWIDTH];
		assign stage_data[i_stage+1][BLOCK_DWIDTH*(i_block+1)-1-:BLOCK_DWIDTH] = block_out;
		bitonic_block #(.DATA_WIDTH(DATA_WIDTH), .BLOCK_DEPTH(BLOCK_DEPTH), .POLARITY(i_block%2)) blk_const (.clk(clk), .reset(reset), .data_in(block_in), .data_out(block_out), .done(blks_done[i_block]), .valid(stage_ready[i_stage]));
	end
initial begin
	$dumpfile("dump.vcd");
	$dumpvars;
end
end endgenerate
endmodule
module bitonic_block
#(parameter DATA_WIDTH = 8, BLOCK_DEPTH = 1, POLARITY = 0)
(clk, reset, data_in, valid, done, data_out);
input clk;
input reset;
input [2**BLOCK_DEPTH*DATA_WIDTH-1:0] data_in;
input valid;
output done;
output [2**BLOCK_DEPTH*DATA_WIDTH-1:0] data_out;
localparam T_WIDTH = 2**BLOCK_DEPTH*DATA_WIDTH;
localparam STATE_NUMS = $clog2(BLOCK_DEPTH + 1);
wire [T_WIDTH-1:0] bstage_outs [BLOCK_DEPTH:0];
wire [BLOCK_DEPTH:0] bstage_ready;
assign bstage_outs[0] = data_in;
assign bstage_ready[0] = valid;
assign done = bstage_ready[BLOCK_DEPTH] == 1;
assign data_out = done ? bstage_outs[BLOCK_DEPTH] : 0;
genvar i_bstage;
genvar i_node;
generate for(i_bstage = 0; i_bstage < BLOCK_DEPTH; i_bstage = i_bstage + 1) begin : bstage_gen
	localparam n_nodes = 2**i_bstage;
	wire [n_nodes-1:0] nodes_ready;
	assign bstage_ready[i_bstage + 1] = &nodes_ready;
	for(i_node = 0; i_node < n_nodes; i_node = i_node + 1) begin : node_gen
		localparam NODE_DWIDTH = DATA_WIDTH * 2**(BLOCK_DEPTH - i_bstage);
		wire [NODE_DWIDTH-1:0] node_data_in;
		assign node_data_in = bstage_outs[i_bstage][NODE_DWIDTH*(i_node+1)-1-:NODE_DWIDTH];
		wire [NODE_DWIDTH-1:0] node_data_out;
		bitonic_node #(.DATA_WIDTH(DATA_WIDTH), .NODE_ORDER(BLOCK_DEPTH - i_bstage), .NODE_DWIDTH(NODE_DWIDTH), .POLARITY(POLARITY)) node_constr (.clk(clk), .reset(reset), .valid(bstage_ready[i_bstage]), .data_in(node_data_in), .done(nodes_ready[i_node]), .data_out(node_data_out));
		assign bstage_outs[i_bstage+1][NODE_DWIDTH*(i_node+1)-1-:NODE_DWIDTH] = node_data_out;
	end
end endgenerate
endmodule
module bitonic_comp #(parameter DATA_WIDTH = 8, POLARITY = 0)
(clk, reset, valid, A, B, H, L, done);
input clk;
input reset;
input valid;
input [DATA_WIDTH-1:0] A;
input [DATA_WIDTH-1:0] B;
output [DATA_WIDTH-1:0] H;
output [DATA_WIDTH-1:0] L;
output done;
reg [DATA_WIDTH-1:0] H_r;
reg [DATA_WIDTH-1:0] L_r;
reg done_r;
wire comp;
assign comp = A < B;
assign H = H_r;
assign L = L_r;
assign done = done_r;
always @(posedge clk) begin
	if(reset) begin
		H_r <= 0;
		L_r <= 0;
		done_r <= 0;
	end else if(valid) begin
		if(POLARITY) begin
			H_r <= comp ? B : A;
			L_r <= comp ? A : B;
		end else begin
			H_r <= comp ? A : B;
			L_r <= comp ? B : A;
		end
		done_r <= 1;
	end else begin
		H_r <= 0;
		L_r <= 0;
		done_r <= 0;
	end
end
endmodule
module bitonic_node #(parameter DATA_WIDTH = 8, NODE_ORDER = 1, NODE_DWIDTH = 8, POLARITY = 1)
(clk, reset, valid, data_in, done, data_out);
input clk;
input reset;
input valid;
input [NODE_DWIDTH-1:0] data_in;
output done;
output [NODE_DWIDTH-1:0] data_out;
localparam NUM_COMP = 2**(NODE_ORDER-1);
genvar i_comp;
wire [NUM_COMP-1:0] nodes_done;
assign done = &nodes_done;
generate for(i_comp = 0; i_comp < NUM_COMP; i_comp = i_comp + 1) begin : comp_gen
	wire [DATA_WIDTH-1:0] A;
	wire [DATA_WIDTH-1:0] B;
	wire [DATA_WIDTH-1:0] H;
	wire [DATA_WIDTH-1:0] L;
	assign A = data_in[DATA_WIDTH*(i_comp + 1)-1-:DATA_WIDTH];
	assign B = data_in[DATA_WIDTH*(i_comp + 1 + NUM_COMP)-1-:DATA_WIDTH];
	assign data_out[DATA_WIDTH*(i_comp + 1)-1-:DATA_WIDTH] = H;
	assign data_out[DATA_WIDTH*(i_comp + 1 + NUM_COMP)-1-:DATA_WIDTH] = L;
	bitonic_comp #(.DATA_WIDTH(DATA_WIDTH), .POLARITY(POLARITY)) comp_constr (.clk(clk), .reset(reset), .valid(valid), .A(A), .B(B), .H(H), .L(L), .done(nodes_done[i_comp]));
end endgenerate
endmodule
==> flow/run.sh <==
#!/bin/bash
# OpenROAD 26Q1-2900-gdf79404cd8, Yosys 0.63+post, stock flow scripts
make -C /OpenROAD-flow-scripts/flow DESIGN_CONFIG=/design/flow/config.mk WORK_HOME=/design/flow/orfs finish
==> impl_metrics.env <==
# implementation run metrics
export IMPL_yosys_top_cells_count="dfxtp_1, nand3_1, nand2_1"
export IMPL_hold_viol=0
export IMPL_drv_cap=0
export IMPL_path_delay_family="buffers and inverters"
export IMPL_cts_repair_resized=0
export IMPL_top_area_share_pct=34.2
export IMPL_route_antenna_remaining_nets=0
export IMPL_ctsHoldBuffers=0
export IMPL_antenna_found_initial=1
export IMPL_syn_area_um2=75500
export IMPL_grt_pass1_vias=55524
export IMPL_die_h_um=390
export IMPL_critPathMaxFanout=65
export IMPL_worstSkewPairLatency_ns=0.78
export IMPL_reg2reg_slack_ns=9.94
export IMPL_tritoncts="built"
export IMPL_portBuffers=259
export IMPL_synth_cellmix_compoundShare_pct=18.8
export IMPL_clockBufferDepth=3
export IMPL_yosys_area_um2=75500
export IMPL_clock_root_buffer="clkbuf_16"
export IMPL_min_path_cells=2
export IMPL_endpoint_kind="output port"
export IMPL_routed_wl_mm=196
export IMPL_rows=142
export IMPL_skew_ns=0.0179
export IMPL_critPathBufInv=2
export IMPL_pin_count=260
export IMPL_synthArstFlopShare_pct=0
export IMPL_cp_required_ns=11.12
export IMPL_post_dp_hpwl_mm=144
export IMPL_setup_viol=0
export IMPL_relSlewSlack_pct=31.5
export IMPL_htree_num_levels=4
export IMPL_synthTopLogicFamily="simple AND/OR/NAND/NOR gates"
export IMPL_path_clk_slew_ns=0.07
export IMPL_ys_ff=1290
export IMPL_wl_per_cell_um=18.8
export IMPL_synth_distinct_cells=52
export IMPL_synth_simple_area_share_pct=22.1
export IMPL_drc=0
export IMPL_finalCriticalPeriod_ns=5.57
export IMPL_avgSynthCellArea_um2=8.85
export IMPL_rsz0062_at_grt="false"
export IMPL_fa_ha_area_share_pct=9.29
export IMPL_dr_total_vias=62203
export IMPL_post_cts_buffers=0
export IMPL_place_congestion=0.991
export IMPL_slew_viol_final=0
export IMPL_preCtsSetupSlack_ns=7.71
export IMPL_grt_overflow_total=0
export IMPL_setup_ws_ns=8.33
export IMPL_crit_chain="buf_4 -> and2_1 -> clkdlybuf4s50_1"
export IMPL_ys_sh_mux_pct=8.25
export IMPL_critPathKind="reg -> out"
export IMPL_dr_pass1_iters=9
export IMPL_power_leakage_nw=29.0
export IMPL_core_um2=150000
export IMPL_xor_area_share_pct=0
export IMPL_drt_iter0_drc=4206
export IMPL_peakVddDrop_mv=0.145
export IMPL_finalCritPeriodShare_pct=40.1
export IMPL_hold_class="reg -> reg"
export IMPL_powerDensity_nw_per_um2=99.2
export IMPL_yosysMostFrequentCell="dfxtp_1"
export IMPL_slowest_stage="dfxtp_2"
export IMPL_drive_above_1_share_pct=9.32
export IMPL_cp_start_kind="flip-flop"
export IMPL_synth_main_ff_cell="dfxtp_1"
export IMPL_synth_warning_count=18
export IMPL_yosys_cells=8527
export IMPL_warnings=41
export IMPL_yosysTopAreaCell="dfxtp_1"
export IMPL_setup_tns_ns=0
export IMPL_cts_sink_count=1290
export IMPL_vias_per_cell=5.96
export IMPL_worst_pin_slew_ns=1.02
export IMPL_grt_usage_pct=26.0
export IMPL_grt_pass1_wl_mm=312
export IMPL_die_area_um2=152000
export IMPL_synth_edff_count=0
export IMPL_ys_seq_share_pct=34.2
export IMPL_grt_max_degree=162
export IMPL_status="finished, final reports clean"
export IMPL_top_cells_by_area="dfxtp_1, ha_1, nand3_1"
export IMPL_initCoreUtil_pct=50.4
export IMPL_slowest_delay_ns=0.81
export IMPL_r2r_cells=8
export IMPL_areaGrowthSynthToFinish_pct=9.09
export IMPL_crit_arrival_ns=2.79
export IMPL_fmax_mhz=179
export IMPL_cts_made_buffers=144
export IMPL_die_x_um=390
export IMPL_synthCells=8527
layer usage:
layer	track usage [%]	vias up	share of wire (%)
li1	-	31251	-
met1	38.0	29051	45
met2	40.9	1598	47
met3	2.88	303	4.2
met4	9.22	0	4.1
met5	0	-	0
worst min-delay path, stage by stage (launching register included):
cell     delay, ns
dfxtp_1       0.30
nand2_1       0.07
mux2i_1       0.06
cells in the final DEF, fill, tap and decap left out, types with 18 or more instances in the layout:
| cell type | netlist | final |
|---|---|---|
| clkdlybuf4s50_1 | 0 | 259 |
| ha_1 | 560 | 560 |
| a21o_1 | 64 | 64 |
| nor2b_1 | 50 | 48 |
| clkbuf_8 | 0 | 27 |
| a32oi_1 | 297 | 297 |
| nand4_1 | 44 | 44 |
| mux2i_1 | 354 | 354 |
| mux2_4 | 21 | 21 |
| nand2_1 | 600 | 600 |
| and3_4 | 18 | 18 |
| mux2_2 | 198 | 198 |
| a221o_1 | 34 | 34 |
| nand4b_1 | 300 | 300 |
| a31oi_4 | 33 | 33 |
| clkbuf_16 | 0 | 146 |
| o211ai_2 | 55 | 55 |
| nor4_2 | 24 | 24 |
| inv_1 | 420 | 419 |
| or3_1 | 241 | 241 |
| and2_1 | 296 | 296 |
| nor3_2 | 32 | 32 |
| buf_4 | 29 | 87 |
| nand3_1 | 1199 | 1199 |
| dfxtp_1 | 1290 | 1286 |
| o21ai_0 | 408 | 408 |
| nor2_1 | 24 | 24 |
| o21ai_1 | 27 | 27 |
| o211ai_1 | 533 | 533 |
| a21oi_1 | 532 | 532 |
| clkbuf_1 | 435 | 26 |
| clkinv_2 | 0 | 19 |
report_power, final:
group	internal, mW	switching, mW	leakage, nW
combinational	0.189	0.297	16.2
clock	2.36	1.54	2.41
sequential	3.74	0.0330	10.4
kinds of logic (layout without fill, tap and decap cells):
group	Yosys count	count (layout)
and+or+nand+nor	2912	2912
buffers and inverters	1135	1029
DFF	1290	1290
AOI/OAI and AO/OA	2045	2045
adders and majority gates	560	560
muxes	585	585
other	0	1
final cells by class:
type                       instances  area [um2]
multi-input combinational       6102       44200
clock inverter                    60         803
timing repair buffer             346        3250
fill                           13219       67500
antenna                            1        2.50
inverter                         424        1620
sequential                      1290       25800
tap                             2016        2520
clock buffer                     199        4120
stage by stage:
stage	utilization, %	hold slack (ns)	power [mW]	area [um2]	std cells
6_report	55.0	0.479	8.16	82300	10438
5_1_grt	55.0	0.507	8.47	82300	10437
4_1_cts	55.0	0.479	8.26	82300	10437
3_5_place_dp	51.7	0.476	4.34	77400	10178
3_3_place_gp	51.7	0.471	4.33	77400	10178
2_1_floorplan	-	0.453	4.24	75500	8527
worst max-delay path by stage:
stage                      from       endpoint  cells after the start
after CTS             flip-flop  data_out[117]                      3
after global routing  flip-flop  data_out[117]                      3
final                 flip-flop  data_out[117]                      3
No activity file was given, so power comes from the tool's default toggle rates.
